==> design/flow/design.v <==
`timescale 1ns/1ns
module fifo
#( parameter b=8,w=4)
(input wire clk,reset,
 input wire rd,wr,
input wire [b-1:0]w_data,
output wire empty,full,
output wire [b-1:0]r_data);
reg [b-1:0]array_reg[2**w-1:0];
reg [w-1:0]w_ptr_reg,w_ptr_next,w_ptr_succ;
reg [w-1:0]r_ptr_reg,r_ptr_next,r_ptr_succ;
reg full_reg,empty_reg,full_next,empty_next;
wire wr_en;
	always @(posedge clk)
		if(wr_en)
			array_reg[w_ptr_reg]<=w_data;
			assign r_data=array_reg[r_ptr_reg];
			assign wr_en=wr & ~full_reg;
				always@(posedge clk,posedge reset)
								if(reset)
									begin
										w_ptr_reg=0;
										r_ptr_reg=0;
										full_reg<=1'b0;
										empty_reg<= 1'b0;
									end
						else 
							 begin
							  w_ptr_reg<= w_ptr_next;
							   r_ptr_reg<= r_ptr_next;
							   full_reg<=full_next;
							   empty_reg<=empty_next;
							 end
				always@*
					begin
					w_ptr_succ=w_ptr_reg+1;
					r_ptr_succ=r_ptr_reg+1;
					w_ptr_next=w_ptr_reg;
					r_ptr_next=r_ptr_reg;
					full_next=full_reg;
					empty_next=empty_reg;
							case({wr,rd})
							2'b01:  if(~empty_reg)
								begin
								r_ptr_next=r_ptr_succ;
								full_next=1'b0;
								if(r_ptr_succ==w_ptr_reg)
								empty_next=1'b1;
								end
							2'b10: if(~full_reg)
								begin
								w_ptr_next=w_ptr_succ;
								empty_reg=1'b0;
								if(w_ptr_succ==r_ptr_reg)
								full_next=1'b1;
							       end
							2'b11:  begin
								w_ptr_next=w_ptr_succ;
								r_ptr_next=w_ptr_succ;
								end
	endcase
	end
	assign full=full_reg;
	assign empty=empty_reg;
	endmodule
`timescale 1ns/1ns
module fifo_test
#(parameter b=8,w=4)();
reg clk=0;
reg reset,rd,wr;
reg [b-1:0]w_data;
wire empty,full;
wire [b-1:0]r_data;
fifo uut(.clk(clk),.reset(reset),.rd(rd),.wr(wr),.w_data(w_data),.empty(empty),.full(full),.r_data(r_data));
always
#30 clk=~clk;
initial
	begin
		reset=0;reset=1;
		rd=1;wr=0;
		w_data=8'b00001111;
		#20;
		reset=0;
		rd=0;wr=1;
		w_data=8'b00001101;
		#10;
		reset=0;
		rd=0;wr=1;
		w_data=8'b00001100;
		#10;
		reset=0;
		rd=0;wr=1;
		w_data=8'b00110011;
		#5;
		reset=0;
		rd=0;wr=1;
		w_data=8'b10000011;
		#5;
		reset=0;
		rd=0;wr=1;
		w_data=8'b10110011;
		#10;
		reset=0;
		rd=0;wr=1;
		w_data=8'b00110000;
		#20;
		reset=0;
		rd=0;wr=1;
		w_data=8'b11110011;
		#10;
		reset=0;
		rd=0;wr=1;
		w_data=8'b00001101;
		#10;
		reset=0;
		rd=0;wr=1;
		w_data=8'b00001100;
		#10;
		reset=0;
		rd=0;wr=1;
		w_data=8'b00110011;
		#5;
		reset=0;
		rd=0;wr=1;
		w_data=8'b10000011;
		#5;
		reset=0;
		rd=0;wr=1;
		w_data=8'b10110011;
		#10;
		reset=0;
		rd=0;wr=1;
		w_data=8'b00110000;
		#20;
		reset=0;
		rd=0;wr=1;
		w_data=8'b11110011;
		#10;
reset=0;
		rd=0;wr=1;
		w_data=8'b00001101;
		#10;
		reset=0;
		rd=0;wr=1;
		w_data=8'b00001100;
		#10;
		reset=0;
		rd=0;wr=1;
		w_data=8'b00110011;
		#5;
		reset=0;
		rd=0;wr=1;
		w_data=8'b10000011;
		#5;
		reset=0;
		rd=0;wr=1;
		w_data=8'b10110011;
		#10;
		reset=0;
		rd=0;wr=1;
		w_data=8'b00110000;
		#20;
		reset=0;
		rd=0;wr=1;
		w_data=8'b11110011;
		#10;
reset=0;
		rd=0;wr=1;
		w_data=8'b00001101;
		#10;
		reset=0;
		rd=0;wr=1;
		w_data=8'b00001100;
		#10;
		reset=0;
		rd=0;wr=1;
		w_data=8'b00110011;
		#5;
		reset=0;
		rd=0;wr=1;
		w_data=8'b10000011;
		#5;
		reset=0;
		rd=0;wr=1;
		w_data=8'b10110011;
		#10;
		reset=0;
		rd=0;wr=1;
		w_data=8'b00110000;
		#20;
		reset=0;
		rd=0;wr=1;
		w_data=8'b11110011;
		#10;
reset=0;
		rd=0;wr=1;
		w_data=8'b00001101;
		#10;
		reset=0;
		rd=0;wr=1;
		w_data=8'b00001100;
		#10;
		reset=0;
		rd=0;wr=1;
		w_data=8'b00110011;
		#5;
		reset=0;
		rd=0;wr=1;
		w_data=8'b10000011;
		#5;
		reset=0;
		rd=0;wr=1;
		w_data=8'b10110011;
		#10;
		reset=0;
		rd=0;wr=1;
		w_data=8'b00110000;
		#20;
		reset=0;
		rd=0;wr=1;
		w_data=8'b11110011;
		#10;
reset=0;
		rd=0;wr=1;
		w_data=8'b00001101;
		#10;
		reset=0;
		rd=0;wr=1;
		w_data=8'b00001100;
		#10;
		reset=0;
		rd=0;wr=1;
		w_data=8'b00110011;
		#5;
		reset=0;
		rd=0;wr=1;
		w_data=8'b10000011;
		#5;
		reset=0;
		rd=0;wr=1;
		w_data=8'b10110011;
		#10;
		reset=0;
		rd=0;wr=1;
		w_data=8'b00110000;
		#20;
		reset=0;
		rd=0;wr=1;
		w_data=8'b11110011;
		#10;
end
endmodule
==> design/flow/constraint.sdc <==
current_design fifo

set clk_period 4.1
set clk_io_pct 0.2

create_clock -name clk0 -period $clk_period [get_ports {clk}]

set non_clock_inputs [all_inputs -no_clocks]
set_input_delay [expr $clk_period * $clk_io_pct] -clock clk0 $non_clock_inputs
set_output_delay [expr $clk_period * $clk_io_pct] -clock clk0 [all_outputs]
==> design/flow/config.mk <==
export PLATFORM = sky130hd
export DESIGN_NAME = fifo
export DESIGN_NICKNAME = fifo
export VERILOG_FILES = /design/flow/design.v
export SDC_FILE = /design/flow/constraint.sdc
export NUM_CORES = 4
export LEC_CHECK = 1
export CORE_UTILIZATION = 40
==> design/flow/run.sh <==
#!/bin/bash
# OpenROAD 26Q1-2900-gdf79404cd8, Yosys 0.63+post, stock flow scripts
make -C /OpenROAD-flow-scripts/flow DESIGN_CONFIG=/design/flow/config.mk WORK_HOME=/design/flow/orfs finish
==> results.sh <==
# implementation run metrics
export IMPL_row_count=43
export IMPL_p_int_w=0.003162
export IMPL_top_cell_area_share_pct=67.86
export IMPL_cts_resized=0
export IMPL_critical_path_depth=6
export IMPL_worst_slew_pin_slew_ns=0.8807
export IMPL_synth_edff_count=128
export IMPL_timing_fmax_ghz=0.2824
export IMPL_avgSynthCellArea_um2=17.81
export IMPL_largest_register_ffs=128
export IMPL_finalCritPeriodShare_pct=86.36
export IMPL_cp_required_ns=3.28
export IMPL_htree_levels=4
export IMPL_grt_overflow_total=0
export IMPL_numSynthFlops=137
export IMPL_outcome="finished, final reports clean"
export IMPL_cts_sinks=137
export IMPL_criticalPathCategory="reg2out"
export IMPL_cp_slowest_cell="dfrtp_2"
export IMPL_num_vias=2830
export IMPL_clk_latency_ns=0.41
export IMPL_cts_buffers_inserted=17
export IMPL_synth_xor_area_share_pct=1.856
export IMPL_p_leak_nw=2.288
export IMPL_cts_root_buf="clkbuf_16"
export IMPL_vdd_drop_max_uv=365.2
export IMPL_final_hold_viol_count=0
export IMPL_crit_path_start_kind="register"
export IMPL_layoutNonFillerInstCount=543
export IMPL_hold_buffers=0
export IMPL_io_pins=22
export IMPL_cts_tree="yes"
export IMPL_n_fill_cell=1149
export IMPL_relSlewSlack_pct=41.07
export IMPL_rsz0062_at_grt="no"
export IMPL_crit_path_end_kind="output pin"
export IMPL_reg2regPathDepth=3
export IMPL_postCtsSetupBuffers=0
export IMPL_grt_max_degree=20
export IMPL_power_switching_w=0.001367
export IMPL_path_delay_family="buffers and inverters"
export IMPL_synth_most_common_cell="edfxtp_1"
export IMPL_grt_pass1_wl_um=16900
export IMPL_comb_power_share_pct=28.4
export IMPL_drt_wl_total_um=10720
export IMPL_crit_chain="buf_4 -> mux2i_1 -> a221oi_1 -> a22oi_1 -> nand2_1 -> clkdlybuf4s50_1"
export IMPL_synth_cell_types=32
export IMPL_ys_area_mm2=0.005664
export IMPL_simple_gate_area_share_pct=3.490
export IMPL_grt_usage_pct=17.22
export IMPL_area_growth_pct=16.50
export IMPL_dr_pass1_iters=6
export IMPL_dpl_instance_area_mm2=0.006045
export IMPL_netlist_area_mm2=0.005664
export IMPL_dpl_worst_slack_ns=0.9529
export IMPL_mux_share_pct=12.19
export IMPL_drive_above_1_share_pct=18.46
export IMPL_drc=0
export IMPL_fa_ha_area_share_pct=1.767
export IMPL_die_y_um=121.0
export IMPL_power_frac_seq_pct=40.8
export IMPL_slew_violations=0
export IMPL_path_max_fanout=17
export IMPL_yosys_area_share_aoi_pct=5.898
export IMPL_p_clk_share_pct=30.8
export IMPL_fin_area_mm2=0.006599
export IMPL_worst_ep_arrival_time_ns=2.72
export IMPL_cts_path_max_buffers=2
export IMPL_skew_ns=0.005800
export IMPL_place_hpwl_um=6879
export IMPL_gp_congestion=0.7999
export IMPL_die_w_um=121.0
export IMPL_wire_per_inst_um=19.74
export IMPL_yosysTopAreaCell="edfxtp_1"
export IMPL_critPathBufInv=2
export IMPL_hold_depth=2
export IMPL_antenna_found_initial=0
export IMPL_drtIter0Drc=99
export IMPL_viasPerCell=5.212
export IMPL_fp_utilization_pct=40.96
export IMPL_grt_pass1_vias=2972
export IMPL_portBuffers=20
export IMPL_antenna_left=0
export IMPL_top_logic_kind="multiplexers"
export IMPL_synth_area_top_cells="edfxtp_1 68%, mux4_2 6.4%, mux2i_1 5.8%"
export IMPL_timing_setup_tns_ns=0
export IMPL_core_area_mm2=0.01383
export IMPL_slowest_delay_ns=0.66
export IMPL_min_period_ns=3.541
export IMPL_cap_violations=0
export IMPL_ys_flop_type="edfxtp_1"
export IMPL_ys_seq_share_pct=71.84
export IMPL_async_reset_ff_share_pct=6.569
export IMPL_ys_cells=318
export IMPL_yosysWarningCount=3
export IMPL_syn_instance_count=318
export IMPL_warning_count=30
export IMPL_setup_viol=0
export IMPL_num_antenna_cells=0
export IMPL_clkTransAtPathRegs_ns=0.05
export IMPL_yosys_top_cells_count="128 x edfxtp_1, 33 x mux2i_1, 19 x nand2_1, 16 x mux4_2, 16 x nor2_1"
export IMPL_power_density_mw_per_mm2=686.4
export IMPL_worst_slack_ns=0.5594
export IMPL_min_path_type="reg2reg"
export IMPL_switching_share_pct=30.19
export IMPL_die_area_mm2=0.01464
export IMPL_placedCellCount=511
-- logic make-up (layout without fill, tap and decap cells) --
kind of cell    Yosys count  in the layout
simple gates             46             46
flops                   137            137
compound gates           41             41
xor+xnor                 12             12
other cells               1              1
buf+inv                  24             69
mux                      49             49
fa+ha+maj                 8              8
-- worst min-delay path, stage by stage, from the launching register on --
cell and delay (ns):
dfrtp_1 0.40, o21ai_0 0.11, o31ai_1 0.07
-- routing by layer --
layer | GRT usage [%] | part of all wire [%] | vias up
met4 | 2.083 | 0.74 | 0
met2 | 25.04 | 48 | 109
met5 | 0 | 0 | -
met3 | 8.253 | 8.0 | 6
li1 | - | - | 1317
met1 | 26.71 | 44 | 1398
-- through the flow --
step	util, %	power, W	hold WS (ns)
finish	47.72	0.004530	0.6215
global route	47.72	0.004771	0.6775
CTS	47.72	0.004583	0.6143
detailed placement	43.72	0.003186	0.5964
global placement	43.72	0.003178	0.5740
floorplan	-	0.002734	0.5200
-- worst paths after layout --
kind                                    from                to  slack [ns]
min in group asynchronous              reset      w_ptr_reg[0]        0.69
worst max register to register  w_ptr_reg[0]  array_reg[15][7]        2.11
max in group asynchronous              reset      r_ptr_reg[0]        3.11
worst max-delay path            r_ptr_reg[0]         r_data[1]        0.56
worst min-delay path                full_reg          full_reg        0.62
worst min register to register      full_reg          full_reg        0.62
-- cells in the final DEF (no fill, tap or decap), types with 8 or more instances in the layout --
cell and count:
a221oi_1 9, a22oi_1 8, buf_4 10, clkbuf_16 17, clkdlybuf4s50_1 20, dfrtp_1 8, edfxtp_1 128, ha_1 8
mux2i_1 33, mux4_2 16, nand2_1 19, nor2_1 16, o21ai_0 10
-- area by class of cell --
| class | count | area [um2] | share of cell area (%) |
|---|---|---|---|
| Sequential cell | 137 | 4070 | 61.68 |
| Timing Repair Buffer | 31 | 295.3 | 4.475 |
| Clock inverter | 14 | 125.1 | 1.896 |
| Clock buffer | 18 | 429.2 | 6.504 |
| Tap cell | 180 | 225.2 | 3.413 |
| Multi-Input combinational cell | 157 | 1431 | 21.69 |
| Inverter | 6 | 22.52 | 0.3413 |
-- power by group through the flow --
stage	Clock [W]	Combinational (W)	Sequential (W)
finish	0.00139	0.00129	0.00185
CTS	0.00142	0.00131	0.00186
global route	0.00148	0.00142	0.00187
Power and IR drop assume default switching activity.
