File: /design/flow/constraint.sdc
current_design cnt

set clk_period 1.8
set clk_io_pct 0.2

create_clock -name clk0 -period $clk_period [get_ports {clk}]

set non_clock_inputs [all_inputs -no_clocks]
set_input_delay [expr $clk_period * $clk_io_pct] -clock clk0 $non_clock_inputs
set_output_delay [expr $clk_period * $clk_io_pct] -clock clk0 [all_outputs]
File: /design/flow/run.sh
#!/bin/bash
# OpenROAD 26Q1-2900-gdf79404cd8, Yosys 0.63+post, stock flow scripts
make -C /OpenROAD-flow-scripts/flow DESIGN_CONFIG=/design/flow/config.mk WORK_HOME=/design/flow/orfs finish
File: /design/flow/config.mk
export PLATFORM = sky130hd
export DESIGN_NAME = cnt
export DESIGN_NICKNAME = cnt
export VERILOG_FILES = /design/flow/design.v
export SDC_FILE = /design/flow/constraint.sdc
export NUM_CORES = 4
export LEC_CHECK = 1
export CORE_AREA = 10 10 70 70
export DIE_AREA = 0 0 80 80
File: /design/flow/design.v
module cnt(clk, rst, d,q,load);
parameter  [3:0]THREE=3, ZERO=0, ONES=1;
input clk;
input rst; 
input load;
input [THREE:ZERO]d;
output reg [THREE:ZERO]q;
reg c;
always @(posedge clk)
begin : label1
if (rst)
begin : label2
q <=ZERO;
end
else 
if (load)
begin :label3
q <= d;
end
else 
begin : label4
{c,q} <= q+ONES;
end
end
endmodule
==> results.txt <==
Notes on the physical design

The flow ran to the end, and the final reports show no timing, DRC or antenna violations. The final timing report gives a worst setup slack of between 300 and 400 ps. The post-CTS setup buffer count is 0.

The floorplan step defined a core boundary enclosing 3420 sq um. In the synthesized netlist the dominant register cell turns out to be dfxtp_1. The flow measured a signed area growth from synthesis to layout of 95.4%. The time the final worst path needs with I/O delays and setup is 1490 ps. For this block, the via count after detailed routing is 185.

The final RePlAce weighted congestion is 0.723. The highest-delay cell along the critical path is clkdlybuf4s50_1. The commonest cells after synthesis are dfxtp_1, nor2b_1, a211oi_1.

The report shows a maximum critical-path fanout of 5. Entering global routing, the biggest net connects 8 pins. Per the run summary, max-cap violations total 0. The routed layout reports a DRC error count of 0. The residual overflow from global routing is 0. In this run the cell area of the synthesized design comes to approximately 190 sq um.

Of all flip-flops after synthesis, the portion carrying an async set or reset was 0. The die footprint is 6400 sq um. The synthesized design contains 0 enable-type register cells. Setup repair after global routing left no endpoint under its margin. The pre-CTS setup slack is about 280 ps. The area taken by sequential standard cells is reported as 80.1 sq um.

Counting the warning lines in the Yosys log gives 1. Per the synth log, the flip-flop and latch total comes to 4. The number of top-level design ports is 11.

The worst setup path is launched from a register. The antenna cell count is 0. Using the TritonRoute via totals, the vias-per-cell ratio works out to between 2 and 2.5. The worst clock skew is 1.78 ps. The per-cell routed wire length is around 8.4 um. The number of instances in the synthesized netlist is 18.

For this run, the register share of the synthesized area comes to 0.424. The largest registers in the layout are q: 4 flops. The clock network fraction of design power is 0.420. The worst setup path is of the register to output port kind. The power report attributes to the sequential group a share of 0.399.

The clock-pin slew reported for the worst setup and hold paths after clock tree synthesis is 40 ps. The report lists the number of cells resized after CTS as 0. Buffers inserted to repair hold after CTS numbered 0. The first detailed-routing pass ran for 3 iterations.

The main area contributors are dfxtp_1, nor2b_1, a2111oi_2. The initial antenna violation count is 0. The worst slack on hold paths is 551 ps. Setup violations remaining at the end of the flow were counted as 0. The final layout report lists a filler cell count of 408. The source-to-sink clock delay at the later pin of the worst-skew pair is 230 ps. The summed negative setup slack over all endpoints is 0 ps. The launching instance or port of the critical path is q[0]. The signal on the critical path passes through clkdlybuf4s50_1. The power report lists cell-internal power as 0.000204 W.

The horizontal die dimension reported for this design is roughly 80 um. The final count of hold timing violations is 0. Per the synthesis report, the number of distinct cell types is 11. After synthesis, the design contains 18 cells according to Yosys. The power report attributes to the combinational group a share of 0.181. The TritonCTS sink count is 4. The proportion of total power due to net switching is 0.219. The worst-case clock buffer depth is 2. The share of the synthesized area in the top cell type is 0.424. Dividing the final minimum period by the clock period gives 0.830. The post-route standard cell area excluding fillers is 369 sq um. The cell type contributing the most total cell area after synthesis is dfxtp_1.

The longest incremental delay of any stage on the critical path is reported as 500 ps. The launch point of the worst min-delay path is recorded as q[0]. The starting density of the core is 0.0553. CTS added clock buffers totalling 3.

The first global-routing pass estimated 972 um of wire. The register with the most flip-flops is q. Looking at the clock tree report, the root buffer type is clkbuf_4. The worst endpoint required time is 1440 ps. The highest clock rate is 0.669 GHz. The row count is 21. Across every metal layer, demand over resource in global routing totals 0.0206.

The violation tally from detailed-route iteration zero is 4. Along the critical path, the tally of buffer and inverter instances is 1. The min-delay analysis places its worst path in the category register to register. The multi-input logic area is 105 sq um. Per the final layout report, the fraction of cells sized above drive strength 1 comes to 0.129. The cell area power density is 708 nW/um^2. Looking at the max-slew report, the worst-margin pin has a slew of 290 ps. The worst setup path is captured at an output port. In the post-route report, total wirelength is listed as 646 um. The overall power after layout is 0.000261 W.

The via count of the first global-routing pass is just over 200. According to the Yosys statistics, the synthesized design has a chip area of 189 sq um. The data arrival time at the worst-slack endpoint is approximately 1100 ps. The analysis reports a worst IR drop on VDD of 0.105 mV.

Looking at the clock tree report, the H-tree level count equals 1. The per-instance average area after synthesis is 10.5 sq um. The worst pin sits at a relative slew slack of 0.805.

The final max-slew violation count recorded for this run is 0. The CTS tree is yes. The total cell area at the placement stage is 347 sq um. The die is 80 um tall. The kind of cell adding the most delay to the critical path is buffers and inverters.

In this run the remaining antenna-violating nets after routing total 0. The number of flip-flops in the largest register is 4. The warning total across the stage logs is 25. For this design the static power due to leakage is 0.128 nW.

The net switching power is 0.0000574 W. STA lists the startpoint of the worst register-to-register path as q[0]. Buffers placed on the I/O ports in this run total 10.
==> layout by cell type, fill, tap and decap left out <==
master,count
clkdlybuf4s50_1,10
nor2b_1,4
dfxtp_1,4
clkbuf_4,3
a211oi_1,2
inv_1,1
xnor2_1,1
and3_1,1
a311oi_1,1
a2111oi_2,1
mux2i_1,1
nor2_1,1
ha_1,1
==> power groups by stage <==
stage	Clock [W]	Sequential, W	Combinational (W)
6_report	0.000110	0.000104	0.0000473
5_1_grt	0.000122	0.000106	0.0000523
4_1_cts	0.000117	0.000104	0.0000477
==> path summary, 6_finish.rpt <==
check                           depth (start not counted)  slack, ps    to
worst max-delay path                                    1        310  q[0]
worst min-delay path                                    1        550  q[0]
worst max register to register                          3        810  q[2]
worst min register to register                          1        550  q[0]
==> layer usage <==
metal,up-vias,routed length (um),global-route usage
li1,94,-,-
met1,80,308,0.0246
met2,11,163,0.0185
met3,0,174,0.0295
met4,0,0,0.00528
met5,-,0,0
==> cell families (layout without fill, tap and decap cells) <==
family,Yosys count,after routing,share of synthesized area
xor gates and xnor gates,1,1,0.0464
AOI/OAI and AO/OA,4,4,0.205
muxes,1,1,0.0530
DFF,4,4,0.424
and+or+nand+nor,6,6,0.185
buffers and inverters,1,14,0.0198
adders and majority gates,1,1,0.0662
==> area by class of cell <==
class                   instances  area share
repair buffers                 10       0.271
multi-input cells              13       0.285
clock buffers                   3      0.0610
well taps                      46       0.156
flip-flops and latches          4       0.217
inverters                       1      0.0102
==> through the flow <==
stage                      util  cells
after global placement    0.101     74
after floorplan               -     18
after CTS                 0.108     77
final                     0.108     77
after detailed placement  0.101     74
after global routing      0.108     77
Power figures rest on the tool's default switching activity, not on a simulated workload.
