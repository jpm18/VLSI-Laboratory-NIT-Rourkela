==> ./design.v <==
`timescale 1ms/1ms
module db_fsm
	(input wire clk,rst,input wire sw,output reg db);
	localparam[2:0] zero=3'b000, wait1_1=3'b001, wait1_2=3'b010, wait1_3=3'b011, one=3'b100, wait0_1=3'b101, wait0_2=3'b110, wait0_3=3'b111;
	localparam N=19;
	reg[N-1:0]q_reg;
	wire[N-1:0]q_next;
	wire m_tick;
	reg[2:0]state_reg;
	reg[2:0]state_next;
	always@(posedge clk,posedge rst)
       begin
        if(rst)
        q_reg<=0;
        else
	q_reg<=q_next;
	end
	assign q_next=q_reg+1;
	assign m_tick=(q_reg==0)?1'b1:1'b0;
	always@(posedge clk,posedge rst)
	begin
	      if(rst)
			state_reg<=zero;
		else
			state_reg<=state_next;
        end
	always@*
	 begin
		state_next=state_reg;
			db=1'b0;
	case(state_reg)
		zero:
 			if(sw)
				state_next=wait1_1;
		wait1_1:
			if(~sw)
				state_next=zero;
			else 
				if(m_tick)
				state_next=wait1_2;
		wait1_2:
			if(~sw)
				state_next=zero;
			else 
				if(m_tick)
					state_next=wait1_3;
		wait1_3:
			if(~sw)
				state_next=zero;
			else 
				if(m_tick)
					state_next=one;
		one:
			begin
				db=1'b1;
			if(~sw)
				state_next=wait0_1;
			end
		wait0_1:
			begin
				db=1'b1;
			if(sw)
				state_next=one;
			else 
				if(m_tick)
					state_next=wait0_2;
			end
		wait0_2:
			begin
				db=1'b1;
			if(sw)
				state_next=one;
			else
				  if(m_tick)
					state_next=wait0_3;
			end
		wait0_3:
			begin
				db=1'b1;
			if(sw)
				state_next=one;
			else 
				  if(m_tick)
					state_next=zero;
			end
		default:state_next=0;
        endcase
    end
endmodule
==> ./run.sh <==
#!/bin/bash
# OpenROAD 26Q1-2900-gdf79404cd8, Yosys 0.63+post, stock flow scripts
make -C /OpenROAD-flow-scripts/flow DESIGN_CONFIG=/design/flow/config.mk WORK_HOME=/design/flow/orfs finish
==> ./config.mk <==
export PLATFORM = sky130hd
export DESIGN_NAME = db_fsm
export DESIGN_NICKNAME = db_fsm
export VERILOG_FILES = /design/flow/design.v
export SDC_FILE = /design/flow/constraint.sdc
export NUM_CORES = 4
export LEC_CHECK = 1
export CORE_AREA = 10 10 105 105
export DIE_AREA = 0 0 115 115
==> ./constraint.sdc <==
current_design db_fsm

set clk_period 2.8
set clk_io_pct 0.2

create_clock -name clk0 -period $clk_period [get_ports {clk}]

set non_clock_inputs [all_inputs -no_clocks]
set_input_delay [expr $clk_period * $clk_io_pct] -clock clk0 $non_clock_inputs
set_output_delay [expr $clk_period * $clk_io_pct] -clock clk0 [all_outputs]
==> reports/metrics.cfg <==
[status]
status=finished, final reports clean

[clock_tree]
htree_levels=1
cts_buffers=3
cts-root-buf=clkbuf_8
clockBufferDepth=2
clock_latency_ns=0.27
cts_setup_buffers=0
clk_pin_slew_ns=0.10
cts.sinks=27
cts_tree=done
post_cts_resized=0
postCtsHoldBufs=0

[setup_path]
crit_required_ns=2.24
crit_fanout=2
start_kind=register
r2r_start=q_reg[12]$_DFF_PP0_
end_kind=primary output
cp_top_family=simple AND/OR/NAND/NOR gates
cpPeakStageDelay_ns=0.53
critPathLaunch=state_reg[3]$_DFF_PP0_
crit_buf_inv=1
path_depth=2
critPathKind=register to primary output
r2r_slack_ns=1.02
cp_slowest_cell=or4_1
reg2reg_depth=4
critPathCapture=db
worst_r2r_endpoint=state_reg[2]$_DFF_PP0_
cp.arrival_ns=1.61
worstPathCellList=or4_1, clkdlybuf4s50_1

[sta]
slew_viol_final=0
post-route-min-period_ns=2.17
slew_headroom_pct=66.6
worst_slew_pin_slew_ns=0.496
setup_viol=0
period_used_pct=77.4
setup_tns_ns=0
grt_setup_unrepaired=no
finalHoldViolCount=0
max_freq_mhz=461
skew_ns=0.00828

[yosys]
synthCells=105
top_cells_by_area=dfrtp_1 55%, xnor2_1 9.5%, nand2_1 3.8%
ys_cells=105
common_cells=26 x dfrtp_1, 13 x xnor2_1, 12 x nand2_1
async_flop_share_pct=100
edf_count=0
yosysTopAreaCellShare_pct=54.5
ys_types=25
ys.flop_type=dfrtp_1
synth_flops=27
most_common_cell=dfrtp_1
yosys-stat-area_um2=1190
yosys_warnings=1
syn_area_um2=1190
synth.avg_cell_area_um2=11.4
yosysTopAreaCell=dfrtp_1
ys_seq_share_pct=56.7

[drt]
drc_errors=0
vias=742
diodes=0
final_antenna_net_count=0
routed_wl_um=1860
avgViaCountPerCell=3.39
drt_first_pass_iters=3
wl_per_cell_um=8.50
drt_iter0_drc=42

[pwr]
pwr-share-clk_pct=33.9
peakVddDrop_v=0.000180
p_per_area_nw_per_um2=464
pwr-share-comb_pct=4.4
intPower_uw=512
switchingPower_uw=138
swShare_pct=21.2
p_leak_uw=0.000556
seqPwrFrac_pct=61.6

[global_route]
use_met2_pct=4.54
grt_use_total_pct=3.03
grt.overflow.total=0
grt_pass1_wl_um=3400
globalRoute.busiestLayer=met2
antenna_found_initial=0
use_met3_pct=1.27
grt.met1_usage_pct=4.16
grt_start_max_net_pins=28
grt_pass1_vias=740

[flow_run]
warnings=26
maxCapViolCount=0

[place]
gp_congestion=0.726
dpl-instance-area_um2=1350
post-dp-hpwl_um=1310
port-buffer-count=3

[floorplanning]
die_w_um=115
dieHeight_um=115
placementRows=34
chipArea_um2=13200
design.core.area_um2=8760
fp_util_pct=13.6
ioPinCount=4

[worst_hold_path]
min_from=q_reg[18]$_DFF_PP0_
min-delay-path-class=register to register
hold_path_depth=1

[cells_and_area]
final_cell_area_um2=1400
drive_gt1_share_pct=9.01
largest_reg_flops=19
synthToLayoutAreaGrowth_pct=17.3

layout by cell type (no fill, tap or decap), drive strengths merged, types with 3 or more instances in the layout:
cell	count
clkbuf	3
xnor2	13
nor3	3
clkdlybuf4s50	3
dfrtp	26
nand2b	3
nand3	6
inv	6
nor2	3
mux2i	4
xor2	4
nor4	4
nand4	5
nand2	12
worst min path at each step:
stage                                  to  slack [ns]
after CTS             q_reg[18]$_DFF_PP0_        0.49
after global routing  q_reg[18]$_DFF_PP0_        0.51
final                 q_reg[18]$_DFF_PP0_        0.49
stage by stage:
stage                     power [uW]  instances  util (%)  worst slack [ns]  hold slack [ns]
after global placement           438        215      15.4             0.928            0.469
after global routing             685        219      16.0             0.579            0.510
after detailed placement         438        215      15.4             0.930            0.471
after floorplan                  424        105         -              1.21            0.446
after CTS                        661        219      16.0             0.614            0.490
final                            650        219      16.0             0.633            0.485
cells by family (layout without fill, tap and decap cells):
| logic type | after synthesis | in the layout | share of synthesized area, % |
|---|---|---|---|
| AOI/OAI and AO/OA | 4 | 4 | 1.89 |
| xor gates and xnor gates | 17 | 17 | 12.5 |
| adders and majority gates | 2 | 2 | 2.10 |
| buffers and inverters | 8 | 14 | 3.14 |
| DFF | 27 | 27 | 56.7 |
| muxes | 4 | 4 | 3.35 |
| and+or+nand+nor | 43 | 43 | 20.3 |
power by group through the flow:
stage | sequential [uW] | combinational (uW) | clock, uW
CTS | 401 | 29.9 | 231
global route | 401 | 32.6 | 251
finish | 401 | 28.7 | 221
per-layer routing:
metal  up-vias  part of all wire [%]
met5         -                     0
met4         0                     0
met3         0                   4.9
met2         7                    43
met1       360                    52
li1        375                     -
final cells by class:
class | instances | area, um2
multi-input combinational | 70 | 479
clock buffer | 3 | 41.3
timing repair buffer | 4 | 37.5
clock inverter | 1 | 7.51
inverter | 6 | 22.5
sequential | 27 | 677
tap | 108 | 135
fill | 967 | 7360
Power is estimated from default activity; no workload was simulated.
